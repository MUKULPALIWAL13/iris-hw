==> flow/design.v <==
module s_m_hist (
    input aclk,
    input aresetn,
    input [31:0] s_axis_tdata,  
    input s_axis_tvalid,
    output reg s_axis_tready,
    output reg [31:0] m_axis_tdata,  
    output reg m_axis_tvalid,
    input m_axis_tready
);
    reg [31:0] bin_count [7:0];
    reg [7:0] memory [0:4095]; 
    reg [7:0] value;
    reg [2:0] bin_index;
    reg [11:0] storage_addr;
    reg [7:0] count;
    integer i;
    always @(posedge aclk) begin
        if (!aresetn) begin
            for (i = 0; i < 8; i = i + 1)
                bin_count[i] <= 0;
            m_axis_tvalid <= 0;
            s_axis_tready <= 1;
        end
    end
    function [2:0] get_bin_index;
        input [7:0] value;
        begin
            if (value <= 8'd32) get_bin_index = 3'd0;
            else if (value <= 8'd64) get_bin_index = 3'd1;
            else if (value <= 8'd96) get_bin_index = 3'd2;
            else if (value <= 8'd128) get_bin_index = 3'd3;
            else if (value <= 8'd160) get_bin_index = 3'd4;
            else if (value <= 8'd192) get_bin_index = 3'd5;
            else if (value <= 8'd224) get_bin_index = 3'd6;
            else get_bin_index = 3'd7;
        end
    endfunction
    function [11:0] get_storage_address;
        input [2:0] bin;
        begin
            case (bin)
                3'd0: get_storage_address = 12'h020;
                3'd1: get_storage_address = 12'h040;
                3'd2: get_storage_address = 12'h060;
                3'd3: get_storage_address = 12'h080;
                3'd4: get_storage_address = 12'h0A0;
                3'd5: get_storage_address = 12'h0C0;
                3'd6: get_storage_address = 12'h0E0;
                3'd7: get_storage_address = 12'h100;
                default: get_storage_address = 12'h020;  
            endcase
        end
    endfunction
    always @(posedge aclk) begin
        if (!aresetn) begin
            m_axis_tvalid <= 0;
            s_axis_tready <= 1;
        end else begin
            if (s_axis_tvalid && s_axis_tready) begin
                value <= s_axis_tdata[7:0];
                bin_index <= get_bin_index(s_axis_tdata[7:0]);
                storage_addr <= get_storage_address(get_bin_index(s_axis_tdata[7:0]));
                count <= bin_count[get_bin_index(s_axis_tdata[7:0])] + 1;
                bin_count[get_bin_index(s_axis_tdata[7:0])] <= bin_count[get_bin_index(s_axis_tdata[7:0])] + 1;
                memory[storage_addr + count] <= s_axis_tdata[7:0]; 
                m_axis_tdata <= {4'b0000, count, storage_addr, value};
                m_axis_tvalid <= 1;
                s_axis_tready <= 0;
            end 
            else if (m_axis_tvalid && m_axis_tready) begin
                m_axis_tvalid <= 0;
                s_axis_tready <= 1;
            end
            else begin
                m_axis_tvalid <= m_axis_tvalid;
                s_axis_tready <= s_axis_tready;
            end
        end
    end
endmodule
==> flow/run.sh <==
#!/bin/bash
# OpenROAD 26Q1-2900-gdf79404cd8, Yosys 0.63+post, stock flow scripts
make -C /OpenROAD-flow-scripts/flow DESIGN_CONFIG=/design/flow/config.mk WORK_HOME=/design/flow/orfs finish
==> flow/config.mk <==
export PLATFORM = sky130hd
export DESIGN_NAME = s_m_hist
export DESIGN_NICKNAME = s_m_hist
export VERILOG_FILES = /design/flow/design.v
export SDC_FILE = /design/flow/constraint.sdc
export NUM_CORES = 4
export LEC_CHECK = 1
export CORE_UTILIZATION = 30
==> flow/constraint.sdc <==
current_design s_m_hist

set clk_period 7.1
set clk_io_pct 0.2

create_clock -name clk0 -period $clk_period [get_ports {aclk}]

set non_clock_inputs [all_inputs -no_clocks]
set_input_delay [expr $clk_period * $clk_io_pct] -clock clk0 $non_clock_inputs
set_output_delay [expr $clk_period * $clk_io_pct] -clock clk0 [all_outputs]
==> job_summary.md <==
### Yosys + OpenROAD results

| Metric | Value |
|---|---|
| Cts-stage hold buffer count | `0` |
| Synth Flop Type | `dfxtp_1` |
| Post-DRT Antenna Nets | `0` |
| IO Pins | `approximately 70` |
| CP arrival | `5.30 ns` |
| Hold Path Class | `register to register` |
| Total power | `about 0.0013 W` |
| CTS sink count | `104` |
| CP Launch Point | `s_axis_tdata[1]` |
| Hold_ws | `roughly 0.42 ns` |
| Slew margin rel. | `37.4%` |
| PostCTS Resize Cnt | `0` |
| Vias per Instance | `5.32` |
| RR Endpoint | `count[6]$_DFFE_PP_` |
| Placed insts | `655` |
| Crit Path Max Fanout | `22` |
| Pins Over Slew Limit | `0` |
| Core ar. | `roughly 0.015 mm²` |
| Vias | `3570` |
| Clk buf depth | `2` |
| Worst R2R Path Depth | `10` |
| Yosys Chip Area | `between 0.004 and 0.005 mm²` |
| Layout cell share with drive strength beyond 1 | `about a tenth` |
| Die Area | `~0.016 mm²` |
| Asr flop ratio synth | `0%` |
| Clock Skew | `between 0.005 and 0.006 ns` |
| Seq cells post-synth | `between 100 and 150` |
| Setup crit end kind | `register` |
| Finished Cell Area | `0.00533 mm²` |
| Chip Height | `roughly 130 µm` |
| Cycle use final | `73.8%` |
| Post-Layout Cell Count | `671` |
| FP Util | `31.2%` |
| Synth Seq Share | `54.0%` |
| GRT overflow | `0` |
| Final Hold Fails | `0` |
| Most frequent cells in the layout | `64 x dfxtp_1, 42 x o21ai_0, 40 x edfxtp_1` |
| Nature of the critical path startpoint | `primary input` |
| Postcts setup bufs | `0` |
| Cells after Synth | `464` |
| Worst-path clk slew | `0.07 ns` |
| Worst Path Required | `about 7.2 ns` |
| Initial DRT Pass Iterations | `7` |
| P_leak | `1.83 nW` |
| DRC Markers | `0` |
| CP Capture Point | `count[6]$_DFFE_PP_` |
| Hold Startpoint | `value[1]$_DFFE_PP_` |
| Measured slew at the worst slew-check pin | `0.935 ns` |
| Vias in the first global route | `3355` |
| Mean post-synth cell area | `9.91 µm²` |
| Largest net degree at the start of global routing | `approximately 48` |
| CTS H-tree lvls | `3` |
| Total GRT Usage | `14.5%` |
| R2r setup slk | `3.93 ns` |
| Post-DP Area | `0.00498 mm²` |
| Critical path class | `primary input to register` |
| Post-synth cell types | `66` |
| RSZ-0062 raised after global routing | `false` |
| Initial antenna violation count | `0` |
| RePlAce Congestion | `~0.85` |
| Status | `completed` |
| Drt wl/cell | `between 15 and 20 µm` |
| Width of the chip | `between 100 and 150 µm` |
| YS warnings | `5` |
| Log Warnings | `between 50 and 60` |
| Yosys stat cell total | `464` |
| Area delta synth->final | `15.8%` |
| Max IR drop VDD | `between 0.1 and 0.15 mV` |
| FMAX | `0.191 GHz` |
| FF-to-FF Start | `bin_count[3][0]$_SDFFE_PN0P_` |
| Final wirelength | `10900 µm` |
| Most common logic cell in the routed design | `dfxtp_1` |
| CTS tree | `done` |
| 1st-iter DRT viols | `around 420` |
| Num CTS Buffers | `9` |
| First-pass GRT wire length | `17600 µm` |
| Port Buffer Count | `30` |
| Pwr dens | `~250 mW/mm²` |
| Setup TNS | `0 ns` |
| Row cnt | `44` |
| Worst-Skew Late Latency | `0.34 ns` |
| Final HPWL DP | `6840 µm` |
| Synthesized cell area | `0.00460 mm²` |
| CTS root buffer | `clkbuf_16` |
| Total of max-cap violations | `0` |
| Finish-stage setup viols | `0` |
| Number of enable flip-flop cells | `about 40` |
| Fin crit period | `5.24 ns` |
| N_diodes | `0` |
## report_power, final
part | switching [W] | leakage [nW] | total, W | internal, W
registers | 0.00000652 | 0.892 | 0.000649 | 0.000642
logic | 0.0000767 | 0.765 | 0.000118 | 0.0000412
clock network | 0.000211 | 0.168 | 0.000556 | 0.000345
## metrics by stage
step           utilization (%)  worst slack, ns
3_5_place_dp              33.8             1.56
4_1_cts                   36.1             1.89
6_report                  36.1             1.86
3_3_place_gp              33.8             1.59
5_1_grt                   36.1             1.62
2_1_floorplan                -             3.00
## sequential cells by signal, indices dropped and copies added (netlist names)
signal and count:
storage_addr 4, m_axis_tdata 20, count 8, bin_count 64, value 8
## worst max-delay path, cell delays in order
cell and delay, ns:
clkdlybuf4s50_1 0.46, or3_1 0.54, o21ai_4 0.58, a41oi_1 0.21
a32o_2 0.32, nand2_1 0.28, ha_1 0.28, nand4_1 0.18
nor3_1 0.28, xor2_1 0.58, inv_1 0.15
## cells by family (layout without fill, tap and decap cells)
logic type | count (synthesis) | count (layout) | share of synthesized area, %
adders and majority gates | 3 | 3 | 0.816
DFF | 104 | 104 | 54.0
xor gates and xnor gates | 5 | 5 | 1.12
and+or+nand+nor | 150 | 150 | 15.5
muxes | 7 | 7 | 1.61
AOI/OAI and AO/OA | 136 | 136 | 20.2
other | 2 | 14 | 0.163
buffers and inverters | 57 | 68 | 6.58
## final cells by class
cell class                      instances  area [µm²]
Clock buffer                            9         225
Tap cell                              184         230
Multi-Input combinational cell        315        1860
Fill cell                            1403        9430
Sequential cell                       104        2480
Inverter                               14        52.6
Clock inverter                          7         116
Timing Repair Buffer                   38         360
## worst min-delay path by stage
stage,to,slack [ns],cells after the start
4_1_cts,m_axis_tdata[4]$_DFFE_PP_,0.42,0
5_1_grt,m_axis_tdata[5]$_DFFE_PP_,0.42,0
6_report,m_axis_tdata[1]$_DFFE_PP_,0.42,0
## routing by layer
metal | track usage [%] | wire (µm)
met5 | 0 | 0
met4 | 3.12 | 212
met3 | 2.38 | 753
met2 | 21.9 | 4830
met1 | 22.6 | 5150
## cells in the mapped netlist, types with 5 or more instances
| cell | n | area, µm² |
|---|---|---|
| nand3_1 | 38 | 190 |
| a211oi_1 | 12 | 90.1 |
| or3_1 | 10 | 62.6 |
| inv_1 | 11 | 41.3 |
| o31ai_1 | 5 | 37.5 |
| dfxtp_1 | 64 | 1280 |
| o21ai_0 | 42 | 210 |
| nor3_1 | 12 | 60.1 |
| a32oi_1 | 5 | 43.8 |
| buf_4 | 14 | 105 |
| nor2_1 | 39 | 146 |
| clkbuf_1 | 18 | 67.6 |
| a21oi_1 | 24 | 120 |
| o21ai_1 | 5 | 25.0 |
| nand2_1 | 33 | 124 |
| edfxtp_1 | 40 | 1200 |
| buf_2 | 5 | 25.0 |
Power and IR drop assume default switching activity.
