$ cat run.sh
#!/bin/bash
# OpenROAD 26Q1-2900-gdf79404cd8, Yosys 0.63+post, stock flow scripts
make -C /OpenROAD-flow-scripts/flow DESIGN_CONFIG=/design/flow/config.mk WORK_HOME=/design/flow/orfs finish
$ cat config.mk
export PLATFORM = sky130hd
export DESIGN_NAME = axi_ram
export DESIGN_NICKNAME = axi_ram
export VERILOG_FILES = /design/flow/design.v
export SDC_FILE = /design/flow/constraint.sdc
export NUM_CORES = 4
export LEC_CHECK = 1
export CORE_UTILIZATION = 40
$ cat constraint.sdc
current_design axi_ram

set clk_period 61.9
set clk_io_pct 0.2

create_clock -name clk0 -period $clk_period [get_ports {aclk}]

set non_clock_inputs [all_inputs -no_clocks]
set_input_delay [expr $clk_period * $clk_io_pct] -clock clk0 $non_clock_inputs
set_output_delay [expr $clk_period * $clk_io_pct] -clock clk0 [all_outputs]
$ cat design.v
module axi_ram (
    input aclk,
    input aresetn,
    input [31:0] s_axis_tdata,
    input s_axis_tvalid,
    output reg s_axis_tready,
    output reg [31:0] m_axis_tdata,
    output reg m_axis_tvalid,
    input m_axis_tready
);
    reg [7:0] mem [0:288];
    reg [7:0] bin0_counter;  
    reg [7:0] bin1_counter;  
    reg [7:0] bin2_counter;  
    reg [7:0] bin3_counter;  
    reg [7:0] bin4_counter;  
    reg [7:0] bin5_counter;  
    reg [7:0] bin6_counter;  
    reg [7:0] bin7_counter;  
    reg number_seen [0:255];
    reg [11:0] number_address [0:255];
    reg [7:0] current_value;      
    reg [11:0] current_bin_addr;  
    reg is_duplicate;             
    reg [3:0] output_header;      
    reg [7:0] count_in;           
    integer i;
    wire [3:0] header    = s_axis_tdata[31:28];  
    wire [7:0] count     = s_axis_tdata[27:20];  
    wire [11:0] bin_addr = s_axis_tdata[19:8];   
    wire [7:0] value     = s_axis_tdata[7:0];    
    wire [2:0] bin_index = get_bin_index(bin_addr);
    reg [7:0] count_out;
    reg [11:0] write_addr;  
    function [2:0] get_bin_index;
        input [11:0] addr;
        begin
            case (addr)
                12'h020: get_bin_index = 3'd0;
                12'h040: get_bin_index = 3'd1;
                12'h060: get_bin_index = 3'd2;
                12'h080: get_bin_index = 3'd3;
                12'h0A0: get_bin_index = 3'd4;
                12'h0C0: get_bin_index = 3'd5;
                12'h0E0: get_bin_index = 3'd6;
                12'h100: get_bin_index = 3'd7;
            endcase
        end
    endfunction
    function [7:0] get_bin_counter;
        input [2:0] idx;
        begin
            case (idx)
                3'd0: get_bin_counter = bin0_counter;
                3'd1: get_bin_counter = bin1_counter;
                3'd2: get_bin_counter = bin2_counter;
                3'd3: get_bin_counter = bin3_counter; 
                3'd4: get_bin_counter = bin4_counter;
                3'd5: get_bin_counter = bin5_counter;
                3'd6: get_bin_counter = bin6_counter;
                3'd7: get_bin_counter = bin7_counter;
            endcase
        end
    endfunction
    always @(posedge aclk) begin
        if (!aresetn) begin
            s_axis_tready <= 1;
            m_axis_tvalid <= 0;
            bin0_counter <= 0;
            bin1_counter <= 0;
            bin2_counter <= 0;
            bin3_counter <= 0;
            bin4_counter <= 0;
            bin5_counter <= 0;
            bin6_counter <= 0;
            bin7_counter <= 0;
            for (i = 0; i < 256; i = i + 1) begin
                number_seen[i] <= 0;
                number_address[i] <= 0;
            end
            is_duplicate <= 0;
            output_header <= 4'b0000;
            count_in <= 0;
            count_out <= 0;
            current_value <= 0;
            current_bin_addr <= 0;
        end else if (s_axis_tvalid && s_axis_tready) begin
            current_value <= value;
            current_bin_addr <= bin_addr;
            count_in <= count;
            is_duplicate <= number_seen[value];
            if (!number_seen[value]) begin
                output_header <= 4'b0000;
                number_seen[value] <= 1'b1;
                case (bin_index)
                    3'd0: begin
                        bin0_counter = bin0_counter + 1;
                        count_out = bin0_counter; 
                        write_addr = bin_addr + bin0_counter;
                    end
                    3'd1: begin
                        bin1_counter = bin1_counter + 1;
                        count_out = bin1_counter;
                        write_addr = bin_addr + bin1_counter;
                    end
                    3'd2: begin
                        bin2_counter = bin2_counter + 1;
                        count_out = bin2_counter;
                        write_addr = bin_addr + bin2_counter;
                    end
                    3'd3: begin
                        bin3_counter = bin3_counter + 1;
                        count_out = bin3_counter;
                        write_addr = bin_addr + bin3_counter;
                    end
                    3'd4: begin
                        bin4_counter = bin4_counter + 1;
                        count_out = bin4_counter;
                        write_addr = bin_addr + bin4_counter;
                    end
                    3'd5: begin
                        bin5_counter = bin5_counter + 1;
                        count_out = bin5_counter;
                        write_addr = bin_addr + bin5_counter;
                    end
                    3'd6: begin
                        bin6_counter = bin6_counter + 1;
                        count_out = bin6_counter;
                        write_addr = bin_addr + bin6_counter;
                    end
                    3'd7: begin
                        bin7_counter = bin7_counter + 1;
                        count_out = bin7_counter;
                        write_addr = bin_addr + bin7_counter;
                    end
                endcase
                mem[write_addr] <= value;
                number_address[value] <= write_addr;
                if (!m_axis_tvalid || m_axis_tready) begin
                    m_axis_tdata <= {4'b0000, count_out, write_addr, value};
                    m_axis_tvalid <= 1;
                end
            end else begin
                output_header <= 4'b0001;
                case (bin_index)
                    3'd0: count_out = bin0_counter;
                    3'd1: count_out = bin1_counter;
                    3'd2: count_out = bin2_counter;
                    3'd3: count_out = bin3_counter;
                    3'd4: count_out = bin4_counter;
                    3'd5: count_out = bin5_counter;
                    3'd6: count_out = bin6_counter;
                    3'd7: count_out = bin7_counter;
                endcase
                if (!m_axis_tvalid || m_axis_tready) begin
                    m_axis_tdata <= {4'b0001, count_out, number_address[value], value};
                    m_axis_tvalid <= 1;
                end
            end
        end else if (m_axis_tvalid && m_axis_tready) begin
            m_axis_tvalid <= 0;
            s_axis_tready <= 1;
        end else if (m_axis_tvalid && !m_axis_tready) begin
            m_axis_tvalid <= 1;
            s_axis_tready <= 0;
        end else begin
            m_axis_tvalid <= 0;
            s_axis_tready <= 1;
        end
    end
endmodule
==> impl_metrics.json <==
{
  "status": "completed",
  "crit_type": "in -> reg",
  "post_synth_instance_area_mm2": 0.1518,
  "finalPower_mw": 5.111,
  "crit_family": "buffers and inverters",
  "clockRootBuffer": "clkbuf_16",
  "p_leak_nw": 54.83,
  "layout_top_cells": "edfxtp_1 (3101), nor2_1 (2391), mux4_2 (994)",
  "routed_wl_mm": 468.2,
  "syn_inst": 10705,
  "ys_seq_elements": 3423,
  "drv_slew": 0,
  "top_register": "number_address",
  "period_needed_ns": 21.23,
  "hold_viol": 0,
  "power.density_mw_per_mm2": 30.17,
  "cpMostUsedCell": "buf_4",
  "cts_buffers": 356,
  "cts_buffer_depth": 4,
  "synthArstFlopShare_pct": 0,
  "switchingPower_mw": 1.202,
  "edf_count": 3101,
  "max_stage_delay_ns": 0.76,
  "first_global_vias": 97735,
  "route.detailed.drc": 0,
  "worstSetupEndpointType": "flip-flop",
  "path_cells": "buf_8 > buf_4 > buf_4 > buf_4 > buf_4 > mux4_2 > mux2i_1 > o22a_1 > a31o_2 > o211ai_1 > buf_4 > a21o_4 > buf_4 > buf_4 > buf_12 > buf_4 > buf_4 > o21ai_1 > buf_4",
  "ant_nets": 0,
  "setup_slack_ns": 40.67,
  "warnings": 54,
  "fillers": 31797,
  "hpwl_mm": 304.4,
  "crit_path_max_fanout": 130,
  "chipArea_mm2": 0.3820,
  "cellInternalPower_mw": 3.908,
  "area_leaders": "edfxtp_1 (61%), mux4_2 (15%), nor2_1 (6.0%), dfxtp_1 (4.2%), nor3_1 (2.0%)",
  "finClkSkew_ns": 0.06630,
  "ys_seq_share_pct": 65.58,
  "grt-ovfl-total": 0,
  "clk_latency_ns": 0.97,
  "arrival_ns": 21.93,
  "initial_core_util_pct": 40.31,
  "ys_types": 70,
  "tns_ns": 0,
  "grt_first_pass_wirelength_mm": 676.0,
  "lay_top_count": "edfxtp_1",
  "ctsHoldBuffers": 0,
  "htreeDepth": 5,
  "pre_cts_ws_ns": 39.97,
  "routabilityCongestion": 0.9619,
  "slew_headroom_pct": 15.20,
  "largest_reg_flops": 3072,
  "post_cts_buffers": 0,
  "cts_resized": 0,
  "num_rows": 225,
  "clk_pin_slew_ns": 0.06,
  "yosysWarnings": 1,
  "synth.avg_cell_area_um2": 14.18,
  "swShare_pct": 23.52,
  "dr.pass1.iters": 6,
  "fin_util_pct": 44.98,
  "worst_setup_path_start_kind": "input pin",
  "cp_num_buf_inv": 12,
  "top_area_cell": "edfxtp_1",
  "portBuffers": 54,
  "p_comb_share_pct": 7.7,
  "post_drt_wl_per_cell_um": 29.65,
  "drive_above_1_share_pct": 21.72,
  "core_area_mm2": 0.3767,
  "cts_tree": "built",
  "hp-class": "reg -> reg",
  "yosys-stat-cells": 10705,
  "drv_cap": 0,
  "p_seq_share_pct": 50.7,
  "cts.sinks": 3423,
  "area_growth_pct": 11.58,
  "drtIter0Drc": 7111,
  "required_ns": 62.60,
  "antenna_found_initial": 28,
  "rsz0062_at_grt": "no",
  "setup_viol": 0,
  "gr-usage-all-layers_pct": 26.83,
  "grt_max_degree": 131,
  "p_clk_share_pct": 41.6,
  "viasPerCell": 5.837,
  "vdd_ir_drop_max_mv": 0.02461,
  "hold_slack_ns": 0.4479,
  "die_h_um": 618.1,
  "tightest_slew_ns": 1.237,
  "vias": 92181,
  "yosys_area_mm2": 0.1518,
  "io_pins": 70,
  "reg_top3": "number_address: 3072 flops, number_seen: 256 flops, m_axis_tdata: 29 flops",
  "fmax_mhz": 47.11,
  "top_cell_area_share_pct": 61.33,
  "die_x_um": 618.1,
  "cp_slowest_cell": "buf_4",
  "finalClockPeriodUsage_pct": 34.29,
  "synthFlopType": "edfxtp_1"
}
-- synth_stat cells, types with 20 or more instances --
master and n:
dfxtp_1 322, edfxtp_1 3101, clkbuf_1 701, nand3_1 63, or4_1 20, buf_1 43, nand2_1 678, xor2_1 52
and3_1 20, a22oi_1 76, mux2i_1 86, mux4_2 994, buf_4 53, nor2_1 2410, xnor2_1 34, buf_6 30
nor3_2 200, a222oi_1 20, nand2b_1 35, buf_2 366, nor3_1 597, a21oi_1 32, o21ai_0 531
-- final timing paths --
kind / endpoint / cells after the start / slack (ns) / start
worst min register to register: number_seen[218] / 2 / 0.45 / number_seen[218]
worst max-delay path: number_address[14][5] / 19 / 40.67 / s_axis_tdata[1]
worst min-delay path: number_seen[218] / 2 / 0.45 / number_seen[218]
worst max register to register: number_address[14][5] / 14 / 54.50 / number_seen[238]
-- metrics by stage --
stage / area (um^2) / std cells
floorplan: 151800 / 10707
global placement: 157800 / 15084
detailed placement: 157800 / 15084
CTS: 169300 / 15750
global route: 169300 / 15761
finish: 169400 / 15792
-- tightest hold or removal path: cells and delay by family (launching register included) --
family / cells / cell delay, ns
AOI/OAI and AO/OA: 1 / 0.05
DFF: 1 / 0.32
and+or+nand+nor: 1 / 0.04
-- logic make-up after synthesis --
group | Yosys count | share of synthesized area (%)
and+or+nand+nor | 4071 | 11.68
xor gates and xnor gates | 86 | 0.4961
AOI/OAI and AO/OA | 810 | 3.141
buffers and inverters | 1206 | 3.562
adders and majority gates | 17 | 0.1450
other | 1 | 0.002470
DFF | 3423 | 65.58
muxes | 1091 | 15.39
-- power by group through the flow --
stage | Combinational [mW] | Sequential [mW] | Clock, mW
6_report | 0.393 | 2.59 | 2.13
5_1_grt | 0.409 | 2.59 | 2.23
4_1_cts | 0.387 | 2.59 | 2.15
-- layout make-up --
type | count | area (um^2) | area share (%)
sequential | 3423 | 99570 | 58.77
multi-input combinational | 6078 | 47300 | 27.92
clock buffer | 478 | 9836 | 5.806
tap | 4994 | 6248 | 3.688
timing repair buffer | 576 | 4579 | 2.703
clock inverter | 188 | 1722 | 1.016
antenna | 42 | 105.1 | 0.06204
inverter | 13 | 56.30 | 0.03323
-- layer usage --
metal | global-route usage [%] | up-vias | wire length, um
li1 | - | 39463 | -
met1 | 30.32 | 45763 | 145500
met2 | 37.38 | 5872 | 208900
met3 | 21.62 | 1035 | 87430
met4 | 11.16 | 48 | 24990
met5 | 3.636 | - | 1367
Power is estimated from default activity; no workload was simulated.
